[flow/design.v]
module butterfly #(WIDTH = 32) (
    input signed [(WIDTH - 1):0] a, b, w,            
    output logic signed [(WIDTH - 1):0] out1, out2   
);
    wire signed [(WIDTH / 2 - 1):0]    a_re = a[(WIDTH - 1):(WIDTH / 2)];   
    wire signed [(WIDTH / 2 - 1):0]    a_im = a[(WIDTH / 2 - 1):0];         
    wire signed [(WIDTH / 2 - 1):0]    b_re = b[(WIDTH - 1):(WIDTH / 2)];   
    wire signed [(WIDTH / 2 - 1):0]    b_im = b[(WIDTH / 2 - 1):0];         
    wire signed [(WIDTH / 2 - 1):0]    w_re = w[(WIDTH - 1):(WIDTH / 2)];   
    wire signed [(WIDTH / 2 - 1):0]    w_im = w[(WIDTH / 2 - 1):0];         
    wire signed [(WIDTH - 1):0]        wb_re = w_re * b_re - w_im * b_im;   
    wire signed [(WIDTH - 1):0]        wb_im = w_im * b_re + w_re * b_im;   
    wire signed [(WIDTH / 2 - 1):0]    wb_re_trunc = wb_re[(WIDTH - 2):(WIDTH / 2 - 1)];    
    wire signed [(WIDTH / 2 - 1):0]    wb_im_trunc = wb_im[(WIDTH - 2):(WIDTH / 2 - 1)];    
    assign out1 = {a_re + wb_re_trunc, a_im + wb_im_trunc};
    assign out2 = {a_re - wb_re_trunc, a_im - wb_im_trunc};
endmodule
[flow/run.sh]
#!/bin/bash
# OpenROAD 26Q1-2900-gdf79404cd8, Yosys 0.63+post, stock flow scripts
make -C /OpenROAD-flow-scripts/flow DESIGN_CONFIG=/design/flow/config.mk WORK_HOME=/design/flow/orfs finish
[flow/config.mk]
export PLATFORM = sky130hd
export DESIGN_NAME = butterfly
export DESIGN_NICKNAME = butterfly
export VERILOG_FILES = /design/flow/design.v
export SDC_FILE = /design/flow/constraint.sdc
export NUM_CORES = 4
export LEC_CHECK = 1
export CORE_UTILIZATION = 50
[flow/constraint.sdc]
current_design butterfly

set clk_period 27.1
set clk_io_pct 0.2

create_clock -name clk0 -period $clk_period

set non_clock_inputs [all_inputs -no_clocks]
set_input_delay [expr $clk_period * $clk_io_pct] -clock clk0 $non_clock_inputs
set_output_delay [expr $clk_period * $clk_io_pct] -clock clk0 [all_outputs]
==> metrics.yaml <==
route:
  vias: 27700
  first_pass_iters: 5
  post_drt_wl_per_cell_microns: 16.5
  first_iter_violations: 887
  wl_microns: 91500
  via_per_inst: 4.98
  ant_nets: 0
  drc: 0
  antenna_cells: 0
yosys:
  largest_area_cell: "fa_1"
  syn_inst: 4475
  synth-adder-area-share_pct: 65.5
  ys_sh_aoi_pct: 3.24
  ys_area_sq_mm: 0.0413
  postSynthSeqShare_pct: 0
  simple_gate_share_pct: 14.2
  ys_top_cells_by_area: "fa_1 (54%), inv_1 (12%), ha_1 (11%)"
  ys.warnings.count: 0
  mux_area_share_pct: 0
  syn_area_sq_mm: 0.0413
  ys_sh_xor_pct: 3.32
  yosys-dominant-comb-family: "adder cells"
  ys_cells: 4475
  synth_top_area_share_pct: 54.5
  avgSynthCellArea_sq_um: 9.22
  synthDistinctLibCells: 64
global_routing:
  overflow: 0
  antenna_found_initial: 2
  grt_max_degree: 34
  grt_pass1_wl_microns: 158000
  track_usage_pct: 26.1
  grt_pass1_vias: 30800
die:
  placementRows: 104
  fp_util_pct: 50.9
  core_area_sq_mm: 0.0811
  die_area_sq_mm: 0.0837
  ios: 160
  die_h_microns: 289
  die_w_microns: 289
timing:
  rsz0062_at_grt: "no"
  setup_tns_ns: 0
  maxSlewViolCount: 0
  fmax_mhz: 48.0
  setup_viol: 0
  finalClockPeriodUsage_pct: 76.9
  fin_ws_ns: 6.25
  worst_pin_slew_ns: 0.653
  hold_viol: 0
  period_needed_ns: 20.85
  slew_headroom_pct: 55.9
min_path:
  min-delay-start: "a[0]"
  whs_endpoint: "out1[0]"
  hold_class: "in -> out"
  holdPathStages: 5
finish:
  clockBufferCount: 0
  regArea_sq_um: 0
  drive_above_1_share_pct: 2.04
  layoutNonFillerInstCount: 5561
  ff_count: 0
  syn_to_final_growth_pct: 6.47
worst_setup_path:
  cpMostUsedCell: "fa_1"
  required_ns: 21.68
  start_kind: "input pin"
  cp_slowest_cell: "clkdlybuf4s50_1"
  critPathKind: "in -> out"
  cp_max_fo: 19
  max_stage_delay_ns: 0.86
  cp.arrival_ns: 15.43
  cp-end-kind: "output port"
place:
  dp_hpwl_microns: 72200
  pre_cts_ws_ns: 6.24
  numPortBuffers: 160
  place.gp.congestion: 0.880
  placed_cells: 5561
clock_network:
  post_cts_buffers: 0
  cts_hold_buf: 0
  cts_resized: 0
flow_run:
  cap_violations: 0
  openroad.warnings: 77
run_status:
  status: "finished, final reports clean"
==> area by class of cell <==
type	instances	area [sq um]
fillers	7525	37100
well taps	1060	1330
multi-input cells	2975	35600
inverters	1298	4870
repair buffers	228	2110
==> metal layers <==
layer | vias to the layer above | share of wire [%] | wire length (microns) | global-route usage, %
li1 | 12700 | - | - | -
met1 | 14100 | 41 | 37200 | 38.5
met2 | 804 | 50 | 45800 | 41.8
met3 | 57 | 7.6 | 6960 | 8.05
met4 | 2 | 1.7 | 1550 | 3.25
met5 | - | 0.014 | 13 | 0
==> layout by cell type (no fill, tap or decap), drive strengths merged, types with 6 or more instances in the layout <==
| cell | instances |
|---|---|
| a21oi | 58 |
| buf | 68 |
| ha | 364 |
| fa | 1123 |
| xnor2 | 107 |
| nand2 | 435 |
| o21bai | 15 |
| o21a | 9 |
| clkdlybuf4s50 | 160 |
| nor3b | 6 |
| xor2 | 44 |
| nor3 | 20 |
| nand2b | 30 |
| nor2 | 73 |
| and2 | 537 |
| a21o | 26 |
| a211oi | 6 |
| o21ai | 30 |
| inv | 1296 |
| nand3 | 8 |
| nand4 | 9 |
| o211ai | 10 |
==> through the flow <==
| step | hold WS, ns | instance area (sq um) | utilization, % |
|---|---|---|---|
| after floorplan | 10.95 | 41300 | - |
| after global placement | 11.89 | 43900 | 54.2 |
| after CTS | 11.89 | 43900 | 54.2 |
| after global routing | 11.92 | 43900 | 54.2 |
| final | 11.88 | 43900 | 54.2 |
| after detailed placement | 11.89 | 43900 | 54.2 |
==> cells by family (layout without fill, tap and decap cells) <==
group,Yosys count,after routing
compound gates,193,193
xor+xnor,153,153
fa+ha+maj,1487,1487
buf+inv,1500,1526
simple gates,1142,1142
==> Yosys cell counts, types with 9 or more instances <==
master       n
a21o_1      26
a21oi_1     54
and2_1     537
clkbuf_1   195
fa_1      1123
ha_1       364
inv_1     1295
nand2_1    435
nand2b_1    30
nor2_1      72
nor3_1      19
o21a_1       9
o21ai_0     26
o21bai_1    13
xnor2_1    107
xor2_1      44
==> critical path, delay by kind of cell <==
kind | cells | cell delay, ns
adders and majority gates | 11 | 4.48
AOI/OAI and AO/OA | 13 | 2.95
buffers and inverters | 7 | 1.94
and+or+nand+nor | 4 | 0.36
xor gates and xnor gates | 2 | 0.24
==> how the worst max path moves through the flow <==
stage	endpoint	cells after the start	slack, ns	startpoint
final	out1[28]	37	6.25	w[4]
after global routing	out1[28]	37	5.52	w[4]
after CTS	out2[30]	38	6.20	w[4]
